$ cat flow/design.v
package cmd_bits;
	localparam b_tx = 0, b_op_1 = 1, b_op_2 = 2, b_subres = 4, b_addres = 5, b_subop = 6, b_addop = 7;
endpackage
import cmd_bits::*;
module dev_fsm
#(
	parameter DW = 8	 
)
(
	input logic clk, rst, cs,
	input logic [DW - 1:0] din,
	output logic busy, drdy,
	output logic [DW - 1:0] dout
);
	enum logic [4:0] {ST_IDLE, ST_RCV_1, ST_RCV_2, ST_PROC, ST_TX} state, next_state;
	logic [DW - 1:0] result;
	logic [DW - 1:0] op_1;
	logic [DW - 1:0] op_2;
	logic [DW - 1:0] cmd;
	always_ff @ (posedge clk or negedge rst)
	begin
		if (~rst) state <= ST_IDLE;
		else state <= next_state;
	end
	always_comb
	begin
        next_state = state;
		case (state)
		ST_IDLE:
			if (cs)
			begin
				if (din[b_subres] || din[b_addres] || din[b_subop] || din[b_addop]) next_state = ST_RCV_1;
				else if (din[b_op_2]) next_state = ST_RCV_2;
				else next_state = ST_TX;
			end
		ST_RCV_1:
			next_state = ST_PROC;
		ST_RCV_2:
			if (cmd[b_tx]) next_state = ST_TX;
			else next_state = ST_IDLE;
		ST_PROC:
			next_state = ST_IDLE;
		ST_TX:
			next_state = ST_IDLE;
		default:
			next_state = ST_IDLE;
		endcase
	end
	always_ff @ (posedge clk or negedge rst)
	begin
		if (~rst)
		begin
			drdy <= 0;
			busy <= 0;
			result <= 0;
			op_1 <= 0;
			op_2 <= 0;
			cmd <= 0;
		end
		else
		begin
			drdy<=(next_state==ST_TX);
			busy<=!(next_state==ST_IDLE);
			case (state)
			ST_IDLE:
				if (cs) cmd<=din;
			ST_RCV_1:
				op_1<=din;
			ST_RCV_2:
				op_2<=din;
			ST_PROC: 
				case (cmd[DW - 1:DW - 4])
					4'b1000: result <= op_1 + op_2;
					4'b0100: result <= op_1 - op_2;
					4'b0010: result <= result + op_1;
					4'b0001: result <= result - op_1;
					default: $strobe("ERROR with operation %b", cmd[DW - 1:DW - 4]);
				endcase
			endcase
		end
	end
	assign dout = (state==ST_TX)?result:'bx;
endmodule
$ cat flow/run.sh
#!/bin/bash
# OpenROAD 26Q1-2900-gdf79404cd8, Yosys 0.63+post, stock flow scripts
make -C /OpenROAD-flow-scripts/flow DESIGN_CONFIG=/design/flow/config.mk WORK_HOME=/design/flow/orfs finish
$ cat flow/config.mk
export PLATFORM = sky130hd
export DESIGN_NAME = dev_fsm
export DESIGN_NICKNAME = dev_fsm
export VERILOG_FILES = /design/flow/design.v
export SDC_FILE = /design/flow/constraint.sdc
export NUM_CORES = 4
export LEC_CHECK = 1
export CORE_UTILIZATION = 50
$ cat flow/constraint.sdc
current_design dev_fsm

set clk_period 5.3
set clk_io_pct 0.2

create_clock -name clk0 -period $clk_period [get_ports {clk}]

set non_clock_inputs [all_inputs -no_clocks]
set_input_delay [expr $clk_period * $clk_io_pct] -clock clk0 $non_clock_inputs
set_output_delay [expr $clk_period * $clk_io_pct] -clock clk0 [all_outputs]
==> Slide: Implementation Results <==
Run Summary

Outcome
  – Outcome: finished clean

Clock tree
  – Setup Fix Bufs, Post-CTS: 0
  – TritonCTS Buffers: 5
  – CTS clk-pin slew, worst paths: 0.08 ns
  – CTS tree: yes
  – CTS Root Cell: clkbuf_8
  – Post_cts resized: 0
  – # H-tree levels: 2
  – Sinks on Clock Net: 36
  – Worst-skew pair later-pin latency: between 0.2 and 0.3 ns
  – Hold buffer count at cts: 0
  – Max Buffers Root-to-Sink: 2

Drt
  – Vias/cell: 5.53
  – Post-DRT Antenna Nets: 0
  – Total wire length: 4500 um
  – DR vias: 1,664
  – Ant diodes: 0
  – DR WL/cell: about 15 um
  – Starting DRC count in detailed routing: 47
  – Drt drc: 0
  – 1st-pass router iterations: 4

GRT
  – Number of global-route vias before repair: 1,636
  – Largest net degree at the start of global routing: 37
  – GRT Overall Usage: 0.207
  – Initial antenna violation count: 0
  – GRT Residual Overflow: 0
  – Global-route wire length before repair: 7830 um

Final timing
  – Slew Viols, Final: 0
  – Min Clock Period, post-route: 2.89 ns
  – Fin Setup TNS: 0 ns
  – Clock Skew: about 0.0098 ns
  – Final Hold Viols: 0
  – # setup viols final: 0
  – Slew @ Worst Pin: 0.685 ns
  – Slew HR: 0.543
  – Maximum clock frequency: 0.346 GHz
  – RSZ-0062 raised after global routing: false
  – Fin crit share: 0.545

Worst setup path
  – CP arrival: between 3 and 4 ns
  – Nature of the critical path startpoint: flop
  – Path depth of the worst reg2reg path: 9
  – Crit path cell chain: nor4b_4 > mux2i_1 > fa_1 > a21o_1 > a21oi_1 > o21bai_1 > a21oi_1 > xnor2_1 > a221o_1
  – Critical setup path kind: flop to flop
  – Worst reg2reg path startpoint: cmd[5]
  – Worst reg2reg setup slack: between 2 and 2.5 ns
  – CP peak stage delay: roughly 0.52 ns
  – Crit-path max FO: 7
  – RR Endpoint: result[6]
  – Critical Path Start: cmd[5]
  – Cell mode on critical path: a21oi_1
  – Crit path to: result[6]
  – Crit path DRT: 5.48 ns
  – Kind of end point of the critical path: flop
  – Critical-path top delay cell: nor4b_4

Yosys
  – Commonest flop: dfrtp_1
  – Adders+Majority by Area: 0.103
  – Flops & latches, synth: 36
  – Synth Area in Simple Gates: 0.145
  – Ys cells: 227
  – Number of enable flip-flop cells: 0
  – Area leader share: 0.375
  – Main logic family: simple AND/OR/NAND/NOR gates
  – Post-Syn Area: 2330 um^2
  – Mux share: 0.108
  – Commonest cells in the netlist: 35 x dfrtp_1, 22 x xnor2_1, 18 x nor2_1
  – Unique cell types: 47
  – Mapped Cells: 227
  – Compound Share, Synth: 0.112
  – Top cells by area: dfrtp_1 38%, ha_1 8.6%, xnor2_1 8.3%, mux2_2 8.2%, nor2_1 2.9%
  – Most numerous cell in the Yosys netlist: dfrtp_1
  – Seq share, synth: 0.386
  – Post-Syn Area per Cell: 10.3 um^2
  – Synth Warn #: 2
  – Yosys stat chip area: 2330 um^2
  – XOR Share, Synth: 0.108
  – Synth area leader: dfrtp_1
  – Fraction of registers with async set/reset: 1.00

Placed design
  – Routability Congestion: 0.821
  – Post-DP HPWL: 3510 um
  – IO buf count: 20
  – DP Area: 2560 um^2

Power
  – Lkg Pwr: 0.00116 uW
  – VDD IR max: between 0.2 and 0.25 mV
  – Cell area power density: 623 nW/um^2

Finish
  – Share of layout cells above drive strength 1: 0.137
  – Cell area after layout: 2660 um^2
  – Filler cells: 385
  – Layout area overhead: 13.8%
  – Footprint of the multi-input gates: 1350 um^2
  – Flop area: 902 um^2

Floorplan
  – Area of the core: between 4000 and 5000 um^2
  – Die area: a little under 5000 um^2
  – Die X: between 70 and 80 um
  – Die Height: 70.3 um
  – Fp_density: 0.529
  – I/O pins: 21
  – Row cnt: 24

Run
  – Maxcap violations: 0
  – Tool Warnings: 26

Min path
  – Hold path startpoint: state[1]
  – Hold Crit Class: flop to flop
-- cells in the final DEF, fill, tap and decap left out, drive strengths merged, types with 12 or more instances in the layout --
cell	netlist	routed
o21ai	16	16
mux2	18	18
ha	16	16
a21oi	12	12
xnor2	23	23
clkdlybuf4s50	0	20
nor2	18	18
nand2	16	16
dfrtp	35	35
-- worst max-delay path, delay by kind of cell, from the launching register on --
family	cells	cell delay, ns
adders and majority gates	1	0.46
DFF	1	0.48
muxes	1	0.22
AOI/OAI and AO/OA	5	1.01
and+or+nand+nor	1	0.52
xor gates and xnor gates	1	0.09
-- report_power, final --
part	switching [uW]	leakage, uW	total (uW)	internal, uW
Combinational	457	0.000670	970	514
Clock	97.2	0.0000445	203	106
Sequential	123	0.000447	482	359
Total	676	0.00116	1650	979
-- per-stage QoR --
| step | hold slack [ns] | power (uW) | util | cells | setup slack [ns] |
|---|---|---|---|---|---|
| 6_report | 0.460 | 1650 | 0.602 | 301 | 2.41 |
| 5_1_grt | 0.505 | 1810 | 0.602 | 301 | 2.22 |
| 4_1_cts | 0.467 | 1670 | 0.602 | 301 | 2.43 |
| 3_5_place_dp | 0.450 | 1460 | 0.580 | 293 | 2.46 |
| 3_3_place_gp | 0.444 | 1440 | 0.580 | 293 | 2.51 |
| 2_1_floorplan | 0.407 | 1240 | - | 227 | 2.67 |
-- how the worst min path moves through the flow --
stage / endpoint / slack, ns / depth (start not counted)
final: state[0] / 0.46 / 2
after global routing: state[0] / 0.50 / 2
after CTS: state[0] / 0.47 / 2
-- cell families after synthesis --
| group | after synthesis |
|---|---|
| AND/OR/NAND/NOR | 62 |
| AND-OR/OR-AND | 42 |
| flip-flops | 36 |
| XOR/XNOR | 28 |
| multiplexers | 23 |
| buffers and inverters | 18 |
| adder cells (fa/ha/maj) | 18 |
-- routing by layer --
layer	wire length, um	global-route usage
met1	2140	0.316
met2	2180	0.331
met3	132	0.0394
met4	46	0.0200
met5	0	0
-- registers in the layout, summed over array words and instances, names as in the netlist --
register,cells
op_1,8
cmd,5
busy,1
drdy,1
state,5
result,8
op_2,8
-- final cells by class --
cell class	count	area share
timing repair buffer	21	0.0782
tap	52	0.0245
sequential	36	0.340
multi-input combinational	173	0.507
inverter	11	0.0155
clock buffer	7	0.0325
clock inverter	1	0.00283
Power and IR drop assume default switching activity.
